$ cat /design/flow/config.mk
export PLATFORM = sky130hd
export DESIGN_NAME = RANDOM_PRESS
export DESIGN_NICKNAME = RANDOM_PRESS
export VERILOG_FILES = /design/flow/design.v
export SDC_FILE = /design/flow/constraint.sdc
export NUM_CORES = 4
export LEC_CHECK = 1
export CORE_AREA = 10 10 70 70
export DIE_AREA = 0 0 80 80
$ cat /design/flow/constraint.sdc
current_design RANDOM_PRESS

set clk_period 5.0
set clk_io_pct 0.2

create_clock -name clk0 -period $clk_period

set non_clock_inputs [all_inputs -no_clocks]
set_input_delay [expr $clk_period * $clk_io_pct] -clock clk0 $non_clock_inputs
set_output_delay [expr $clk_period * $clk_io_pct] -clock clk0 [all_outputs]
$ cat /design/flow/design.v
module RANDOM_PRESS(input logic clk50,
input logic [7:0] audio_demo,
input logic [7:0] mode_select,
input logic [16:0] press_real,
output logic [16:0] press
);
logic [16:0] press_sim;
assign press_sim[0] = 1'b0;
assign press_sim[1] = (audio_demo == 8'd1) ? 1'b1 : 1'b0;
assign press_sim[2] = (audio_demo == 8'd2) ? 1'b1 : 1'b0;
assign press_sim[3] = (audio_demo == 8'd3) ? 1'b1 : 1'b0;
assign press_sim[4] = (audio_demo == 8'd4) ? 1'b1 : 1'b0;
assign press_sim[5] = (audio_demo == 8'd5) ? 1'b1 : 1'b0;
assign press_sim[6] = (audio_demo == 8'd6) ? 1'b1 : 1'b0;
assign press_sim[7] = (audio_demo == 8'd7) ? 1'b1 : 1'b0;
assign press_sim[8] = (audio_demo == 8'd8) ? 1'b1 : 1'b0;
assign press_sim[9] = (audio_demo == 8'd9) ? 1'b1 : 1'b0;
assign press_sim[10] = (audio_demo == 8'd10) ? 1'b1 : 1'b0;
assign press_sim[11] = (audio_demo == 8'd11) ? 1'b1 : 1'b0;
assign press_sim[12] = (audio_demo == 8'd12) ? 1'b1 : 1'b0;
assign press_sim[13] = (audio_demo == 8'd13) ? 1'b1 : 1'b0;
assign press_sim[14] = (audio_demo == 8'd14) ? 1'b1 : 1'b0;
assign press_sim[15] = (audio_demo == 8'd15) ? 1'b1 : 1'b0;
assign press_sim[16] = (audio_demo == 8'd16) ? 1'b1 : 1'b0;
logic [16:0] press_mode;
assign press_mode = ((mode_select == 8'd16) | (mode_select == 8'd18)) ? 17'b11111111111111111 :
17'b0;
assign press = ((press_real & press_mode) | press_sim);
endmodule
$ cat /design/flow/run.sh
#!/bin/bash
# OpenROAD 26Q1-2900-gdf79404cd8, Yosys 0.63+post, stock flow scripts
make -C /OpenROAD-flow-scripts/flow DESIGN_CONFIG=/design/flow/config.mk WORK_HOME=/design/flow/orfs finish
==> impl_metrics.env <==
# flow metrics
export IMPL_ys_area_um2=290.3
export IMPL_switching_power_w=0.00001023
export IMPL_hold_path_class="input port to output pin"
export IMPL_period_minus_slack_ps=3900
export IMPL_fin_hold_ws_ps=2919
export IMPL_area_leaders="o2bb2ai_1 42%, nor4_2 8.6%, nand4b_1 6.0%"
export IMPL_ys_types=16
export IMPL_gp_congestion=0.8291
export IMPL_netlist_area_um2=290.3
export IMPL_postLayoutCoreUtil_pct=24.10
export IMPL_cp_buffers_inverters=2
export IMPL_layout_setup_ws_ps=1100
export IMPL_tool_warnings=34
export IMPL_wl_mm=1.874
export IMPL_post_route_period_util_pct=78.00
export IMPL_grt_pass1_vias=563
export IMPL_ys_seq_share_pct=0
export IMPL_worstSetupStartpointType="input port"
export IMPL_antenna_found_initial=0
export IMPL_stdcell_count=130
export IMPL_irDropWorstVdd_mv=0.01059
export IMPL_grtUsageTotal_pct=5.541
export IMPL_path_cells="clkdlybuf4s50_1, nor4_2, nand3b_1, o2bb2ai_1, clkdlybuf4s50_1"
export IMPL_seq_power_share_pct=0
export IMPL_crit_arrival_ps=2900
export IMPL_die_x_um=80
export IMPL_cts_hold_fix_buffers=0
export IMPL_yosysWarnings=0
export IMPL_timing_setup_tns_ps=0
export IMPL_seq_area_um2=0
export IMPL_drive_above_1_share_pct=4.762
export IMPL_power_frac_clock_pct=0
export IMPL_fp_util_pct=8.498
export IMPL_yosys_cells=36
export IMPL_critical_path_max_stage_delay_ps=490
export IMPL_grt_overflow_total=0
export IMPL_setup_viol=0
export IMPL_endpoint_kind="output pin"
export IMPL_cap_violations=0
export IMPL_first_iter_violations=17
export IMPL_dr_pass1_iters=4
export IMPL_worst_setup_path_type="input port to output pin"
export IMPL_seq_cells=0
export IMPL_io_buffers=49
export IMPL_synthTopCellsByCount="14 x o2bb2ai_1, 3 x nand2_1"
export IMPL_required_ps=4000
export IMPL_postCtsSetupRepairBufs=0
export IMPL_synthCells=36
export IMPL_area_delta_synth_final_pct=183.6
export IMPL_outcome="finished clean"
export IMPL_p_int_w=0.00002626
export IMPL_switching_share_pct=28.04
export IMPL_core_area_mm2=0.003416
export IMPL_path_max_fanout=5
export IMPL_cts_resized=0
export IMPL_routed_via_density=3.962
export IMPL_rsz0062_at_grt="false"
export IMPL_crit_top_cell="clkdlybuf4s50_1"
export IMPL_avgSynthCellArea_um2=8.063
export IMPL_cp_top_family="buffers and inverters"
export IMPL_dieHeight_um=80
export IMPL_place_hpwl_mm=1.625
export IMPL_row_count=21
export IMPL_drc=0
export IMPL_die_area_mm2=0.006400
export IMPL_top_area_share_pct=42.24
export IMPL_grt_pass1_wl_mm=2.842
export IMPL_p_per_area_mw_per_mm2=44.32
export IMPL_worstMarginPinSlew_ps=436.9
export IMPL_hold_violations=0
export IMPL_max_freq_mhz=256.4
export IMPL_num_antenna_cells=0
export IMPL_critPathSlowestCell="clkdlybuf4s50_1"
export IMPL_grt_max_degree=16
export IMPL_place_ws_ps=1112
export IMPL_ant_nets=0
export IMPL_comb_power_share_pct=100.0
export IMPL_p_leak_nw=0.2484
export IMPL_via_count=515
export IMPL_largest_area_cell="o2bb2ai_1"
export IMPL_top_cell="o2bb2ai_1"
export IMPL_slew_headroom_pct=70.63
export IMPL_avgRoutedWirePerCell_um=14.42
export IMPL_nClkBuffers=0
export IMPL_ios=51
export IMPL_dp_cells=130
export IMPL_slew_viol_final=0
-- layer usage --
| layer | wire [µm] | vias to the layer above | GRT usage [%] |
|---|---|---|---|
| met5 | 0 | - | 0 |
| met4 | 0 | 0 | 0 |
| met3 | 328 | 0 | 3.182 |
| met2 | 594 | 42 | 6.982 |
| met1 | 952 | 219 | 8.240 |
| li1 | - | 254 | - |
-- per-stage QoR --
step / instance area [µm²] / power [W]
after floorplan: 290.3 / 0.000005708
after global placement: 823.3 / 0.00003621
after detailed placement: 823.3 / 0.00003660
after CTS: 823.3 / 0.00003684
after global routing: 823.3 / 0.00003971
final: 823.3 / 0.00003649
-- final timing paths --
path                           from       end  slack, ps  cells after the start
worst max-delay path  audio_demo[4]  press[7]       1100                      5
worst min-delay path  press_real[8]  press[8]       2920                      4
-- layout by cell type (no fill, tap or decap) --
| cell type | synthesis | routed |
|---|---|---|
| and4bb_4 | 1 | 1 |
| nor4_2 | 2 | 2 |
| nand3b_1 | 2 | 2 |
| nor3_1 | 1 | 1 |
| nor2b_1 | 1 | 1 |
| and4b_1 | 1 | 1 |
| or2_2 | 1 | 1 |
| nand4b_1 | 2 | 2 |
| nor2_1 | 2 | 2 |
| and3_1 | 1 | 1 |
| clkdlybuf4s50_1 | 0 | 49 |
| a22o_1 | 1 | 1 |
| nand2_1 | 3 | 3 |
| nand2b_1 | 2 | 2 |
| o2bb2ai_1 | 14 | 14 |
| nand3_1 | 1 | 1 |
-- power by group through the flow --
stage	sequential, W	clock [W]	combinational (W)
after CTS	0	0	0.0000368
after global routing	0	0	0.0000397
final	0	0	0.0000365
-- layout make-up --
class	count	area, µm²
fill	380	2592
timing repair buffer	49	490.5
multi-input combinational	35	275.3
tap	46	57.56
-- cell families (layout without fill, tap and decap cells) --
logic type	count (synthesis)	count (layout)	synth area share, %
AOI/OAI and AO/OA	15	15	45.26
buffers and inverters	1	49	5.171
and+or+nand+nor	20	20	49.57
Power figures rest on the tool's default switching activity, not on a simulated workload.
