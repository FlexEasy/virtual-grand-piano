[run.sh]
#!/bin/bash
# OpenROAD 26Q1-2900-gdf79404cd8, Yosys 0.63+post, stock flow scripts
make -C /OpenROAD-flow-scripts/flow DESIGN_CONFIG=/design/flow/config.mk WORK_HOME=/design/flow/orfs finish
[config.mk]
export PLATFORM = sky130hd
export DESIGN_NAME = KEY_MIXER
export DESIGN_NICKNAME = KEY_MIXER
export VERILOG_FILES = /design/flow/design.v
export SDC_FILE = /design/flow/constraint.sdc
export NUM_CORES = 4
export LEC_CHECK = 1
export CORE_UTILIZATION = 40
[constraint.sdc]
current_design KEY_MIXER

set clk_period 4.6
set clk_io_pct 0.2

create_clock -name clk0 -period $clk_period [get_ports {clk50}]

set non_clock_inputs [all_inputs -no_clocks]
set_input_delay [expr $clk_period * $clk_io_pct] -clock clk0 $non_clock_inputs
set_output_delay [expr $clk_period * $clk_io_pct] -clock clk0 [all_outputs]
[design.v]
module KEY_MIXER (input logic clk50,
input logic [16:0] press,
output logic [16:0] press1,
output logic [16:0] press2);
logic [4:0] first_key;
logic [4:0] second_key;
logic [4:0] first_key_last;
logic [4:0] second_key_last;
logic [4:0] pressed_number;
logic [16:0] press1_tmp;
logic [16:0] press2_tmp;
logic [17:0] press_new;
assign press_new = {1'b0, press};
integer i;
integer j;
always_ff @(posedge clk50)
begin
i <= i + 1;
if (i == 17) begin
i <= 0;
pressed_number <= 0;
end
else if (press_new == 0) begin
first_key <= 0;
second_key <= 0;
end
else if (press_new[i] == 1)
begin
pressed_number <= pressed_number + 1;
if (pressed_number == 0) begin
first_key <= i;
end else if (pressed_number == 1) begin
second_key <= i;
end
end
for (j = 0; j < 17; j = j + 1)
begin
if (first_key == second_key) begin
press1_tmp <= 0;
press2_tmp <= 0;
end else if (j == first_key) begin
press1_tmp[j] <= 1;
end else if (j == second_key) begin
press2_tmp[j] <= 1;
end else begin
press1_tmp[j] <= 0;
press2_tmp[j] <= 0;
end
end
end
assign press1 = {press1_tmp[16:1], 1'b0};
assign press2 = {press2_tmp[16:1], 1'b0};
endmodule
==> metrics.cfg <==
[clocking]
cts_hold_repair.buffers = 0
clockBufferDepth = 2
postCtsSetupRepairBufs = 0
h-tree-depth = 3
cts_buffers = 9
cts.sinks = 79
cts_resized = 0
clk_latency_ns = 0.34
cts_tree = done
cts-root-buf = clkbuf_8
clkTransAtPathRegs_ns = 0.08

[logic_synthesis]
yosysCellCount = 400
ys.flops = 79
avgSynthCellArea_um2 = 8.993
ys_seq_frac = 0.4675
synthTopCellsByArea = dfxtp_1 38%, edfxtp_1 8.3%, nand2_1 5.4%, xnor2_1 5.4%, a21oi_1 4.7%
synth_cell_types = 46
synth_cells = 400
ff_type = dfxtp_1
syn_area_um2 = 3597
yosysTopAreaCell = dfxtp_1
ys_area_um2 = 3597
synth.most_common_cell = dfxtp_1
top_cells_by_count = 69 x dfxtp_1, 52 x nand2_1, 45 x nor2_1
yosys_warnings = 1
postSynth.asyncResetShare = 0
edf_count = 10
top_cell_area_share = 0.3840

[worst_hold_path]
hold_class = reg2reg

[place]
gp_congestion = 0.8693
hpwl_mm = 5.166
io_buffer_count = 49
dp_cells = 541

[critical_path]
crit_path_max_incr_delay_ns = 0.63
crit_chain = clkdlybuf4s50_1 > nor2b_1 > a2111oi_0 > o31a_1 > a21oi_1 > o21ba_2
cp_data_required_time_ns = 4.69
cp_max_fo = 6
crit_slowest_cell = a2111oi_0
start_kind = input port
critPathKind = in2reg
crit_path_end_kind = flip-flop
arrival_ns = 2.79

[power]
p_total_mw = 1.281
power_density_nw_per_um2 = 292.3
power.leakage_nw = 1.481
ir_worst_vdd_uv = 136.9

[detailed_routing]
postRouteAntennaNets = 0
vias = 2854
drt_iter0_drc = 113
post-route-drc-count = 0
routed_via_density = 5.124
firstDrtPassIters = 6
drt-total-wl_mm = 6.986
antenna_cells = 0
wl_per_cell_um = 12.54

[global_route]
grt_max_degree = 33
grt_pass1_wl_mm = 12.05
grt_pass1_vias = 2612
grt_use_total = 0.1568
grt-ovfl-total = 0
antenna_found_initial = 0

[final_timing]
setup_tns_ns = 0
setup_viol = 0
period_minus_slack_ns = 2.699
grt_setup_unrepaired = false
hold-worst-slack_ns = 0.4539
slew-limit-headroom = 0.4604
worst_pin_slew_ns = 0.8076
finalClockSkew_ns = 0.009949
maxSlewViolCount = 0
fin_crit_sh = 0.5868
hold_viol_final = 0
fmax_mhz = 370.5

[cells_and_area]
post-route-util = 0.5024
syn_to_final_growth_pct = 21.81
finalNonFillerCells = 557
drive_gt1_frac = 0.07572

[floorplan]
die_x_um = 96.83
rows = 34
chipArea_um2 = 9376
fp_util = 0.4125
die_y_um = 96.83
core_area_um2 = 8721
ioPinCount = 52

[run]
maxCapViolCount = 0
tool_warnings = 28

[status]
status = finished, final reports clean

flip-flops by register name, indices dropped and copies added (netlist names):
register / cells
press2_tmp: 16
pressed_number: 5
i: 32
first_key: 5
press1_tmp: 16
second_key: 5
power breakdown:
| part | internal (mW) | switching (mW) |
|---|---|---|
| Sequential | 0.695 | 0.00000295 |
| Clock | 0.328 | 0.236 |
| Combinational | 0.0155 | 0.00616 |
critical path: cells and delay by family:
kind,cells,cell delay (ns)
AND/OR/NAND/NOR,1,0.13
buffers and inverters,1,0.41
AND-OR/OR-AND,4,1.33
final timing paths:
path | start | end | slack (ns) | cells past startpoint
setup reg to reg | i[0]$_SDFF_PN0_ | i[28]$_SDFF_PN0_ | 1.94 | 6
hold / removal | press1_tmp[11]$_SDFFE_PN0P_ | press1_tmp[11]$_SDFFE_PN0P_ | 0.45 | 2
setup / recovery | press[6] | second_key[0]$_SDFFCE_PN0P_ | 1.90 | 6
hold reg to reg | press1_tmp[11]$_SDFFE_PN0P_ | press1_tmp[11]$_SDFFE_PN0P_ | 0.45 | 2
cells by family (layout without fill, tap and decap cells):
| group | Yosys count | count (layout) | synth area share |
|---|---|---|---|
| adder cells (fa/ha/maj) | 5 | 5 | 0.01739 |
| other | 1 | 2 | 0.001042 |
| buffers and inverters | 28 | 76 | 0.03547 |
| XOR/XNOR | 35 | 35 | 0.08522 |
| flip-flops | 79 | 79 | 0.4675 |
| AND-OR/OR-AND | 48 | 48 | 0.07791 |
| multiplexers | 13 | 13 | 0.04104 |
| AND/OR/NAND/NOR | 191 | 191 | 0.2744 |
placed cells by master (no fill, tap or decap), drive strengths merged, types with 3 or more instances in the layout:
master	instances
a21oi	34
nand4	9
or3b	3
or3	3
mux2	4
clkdlybuf4s50	49
nor3	14
nor4	14
nand2	52
o21ai	3
inv	9
xor2	13
nor2	45
ha	5
nor2b	9
edfxtp	10
and3	4
xnor2	22
clkbuf	14
nand3	26
dfxtp	69
mux2i	8
per-stage QoR:
step | worst slack [ns] | area [um2]
after floorplan | 2.257 | 3601
after CTS | 1.901 | 4382
after global routing | 1.661 | 4382
after global placement | 1.561 | 4153
after detailed placement | 1.553 | 4153
final | 1.901 | 4382
cell type report:
class | instances | area [um2]
clock buffers | 14 | 193.9
clock inverters | 2 | 35.03
fillers | 768 | 4339
inverters | 9 | 33.78
multi-input cells | 294 | 1797
flip-flops and latches | 79 | 1682
well taps | 108 | 135.1
repair buffers | 51 | 505.5
routing by layer:
metal,track usage,vias up,wire length [um]
li1,-,1480,-
met1,0.2469,1302,3531
met2,0.2438,63,3071
met3,0.01912,9,263
met4,0.02755,0,120
met5,0,-,0
Power figures rest on the tool's default switching activity, not on a simulated workload.
