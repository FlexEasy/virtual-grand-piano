**/design/flow/config.mk**
```make
export PLATFORM = sky130hd
export DESIGN_NAME = i2c_controller
export DESIGN_NICKNAME = i2c_controller
export VERILOG_FILES = /design/flow/design.v
export SDC_FILE = /design/flow/constraint.sdc
export NUM_CORES = 4
export LEC_CHECK = 1
export CORE_AREA = 10 10 90 90
export DIE_AREA = 0 0 100 100
```
**/design/flow/constraint.sdc**
```tcl
current_design i2c_controller

set clk_period 2.8
set clk_io_pct 0.2

create_clock -name clk0 -period $clk_period [get_ports {clk}]

set non_clock_inputs [all_inputs -no_clocks]
set_input_delay [expr $clk_period * $clk_io_pct] -clock clk0 $non_clock_inputs
set_output_delay [expr $clk_period * $clk_io_pct] -clock clk0 [all_outputs]
```
**/design/flow/run.sh**
```bash
#!/bin/bash
# OpenROAD 26Q1-2900-gdf79404cd8, Yosys 0.63+post, stock flow scripts
make -C /OpenROAD-flow-scripts/flow DESIGN_CONFIG=/design/flow/config.mk WORK_HOME=/design/flow/orfs finish
```
**/design/flow/design.v**
```verilog
module i2c_controller (
  input clk,
  output i2c_sclk,
  inout i2c_sdat,
  input start,
  output done,
  output ack,
  input [23:0] i2c_data 
);
  reg [23:0] data;
  reg [4:0] stage;
  reg [6:0] sclk_divider;
  reg clock_en = 1'b0;
  assign i2c_sclk = (!clock_en) || sclk_divider[6];
  wire midlow = (sclk_divider == 7'h1f);
  reg sdat = 1'b1;
  assign i2c_sdat = (sdat) ? 1'bz : 1'b0;
  reg [2:0] acks;
  parameter LAST_STAGE = 5'd29;
  assign ack = (acks == 3'b000);
  assign done = (stage == LAST_STAGE);
    always @(posedge clk) begin
   if (start) begin
     sclk_divider <= 7'd0;
     stage <= 5'd0;
     clock_en = 1'b0;
     sdat <= 1'b1;
     acks <= 3'b111;
     data <= i2c_data;
   end 
   else begin
   if (sclk_divider == 7'd127) begin
   sclk_divider <= 7'd0;
   if (stage != LAST_STAGE)
   stage <= stage + 1'b1;
   case (stage)
   5'd0: clock_en <= 1'b1;
   5'd9: acks[0] <= i2c_sdat;
   5'd18: acks[1] <= i2c_sdat;
   5'd27: acks[2] <= i2c_sdat;
   5'd28: clock_en <= 1'b0;
   endcase
   end else
   sclk_divider <= sclk_divider + 1'b1;
   if (midlow) begin
   case (stage)
   5'd0: sdat <= 1'b0;
   5'd1: sdat <= data[23];
   5'd2: sdat <= data[22];
   5'd3: sdat <= data[21];
   5'd4: sdat <= data[20];
   5'd5: sdat <= data[19];
   5'd6: sdat <= data[18];
   5'd7: sdat <= data[17];
   5'd8: sdat <= data[16];
   5'd9: sdat <= 1'b1;
   5'd10: sdat <= data[15];
   5'd11: sdat <= data[14];
   5'd12: sdat <= data[13];
   5'd13: sdat <= data[12];
   5'd14: sdat <= data[11];
   5'd15: sdat <= data[10];
   5'd16: sdat <= data[9];
   5'd17: sdat <= data[8];
   5'd18: sdat <= 1'b1;
   5'd19: sdat <= data[7];
   5'd20: sdat <= data[6];
   5'd21: sdat <= data[5];
   5'd22: sdat <= data[4];
   5'd23: sdat <= data[3];
   5'd24: sdat <= data[2];
   5'd25: sdat <= data[1];
   5'd26: sdat <= data[0];
   5'd27: sdat <= 1'b1;
   5'd28: sdat <= 1'b0;
   5'd29: sdat <= 1'b1;
   endcase
   end
   end
  end
endmodule
```
==> reports/metrics.yaml <==
run_status:
  status: "completed"
die:
  fp_util_pct: 13.1
  fp.dieW_microns: 100
  chipArea_sq_um: 10000
  core_area_sq_um: 6280
  ios: 30
  dieHeight_microns: 100
  fp-row-count: 29
clock_tree:
  clkTransAtPathRegs_ns: 0.06
  numCtsBuffers: 3
  post-cts-setup-buffers: 0
  ctsHoldBuffers: 0
  cts_sinks: 16
  clk_latency_ns: 0.24
  cts-resized-gates: 0
  clk_path_buf_depth: 2
  root_buffer: "clkbuf_8"
  htree_levels: 1
  cts_tree: "done"
sta:
  tns_ns: 0
  worst_pin_slew_ns: 0.674
  drv_slew: 0
  fin_crit_sh_pct: 77.0
  hold_viol: 0
  fmax_ghz: 0.464
  slew_headroom_pct: 54.9
  rsz0062_at_grt: "no"
  clock_skew_ns: 0.00211
  period_minus_slack_ns: 2.15
  finalSetupViolCount: 0
routing:
  wire_per_inst_microns: 8.92
  drt_pass1_iterations: 4
  viasPerCell: 3.61
  vias: 596
  num_antenna_cells: 0
  drc: 0
  drt_iter0_markers: 26
  ant_nets: 0
  drt_wl_total_microns: 1470
worst_setup_path:
  critPathLaunchType: "flop"
  cp-startpoint: "stage[1]"
  r2r_start: "stage[1]"
  critical_path.slowest_cell: "clkdlybuf4s50_1"
  end_kind: "output port"
  crit_chain: "inv_1 -> ha_1 -> and4_4 -> clkdlybuf4s50_1"
  critPathMaxFanout: 5
  crit_path_end: "done"
  arrival_ns: 1.59
  cp_top_family: "buffers and inverters"
  cp_num_cells: 4
  critPathBufInv: 2
  r2r-end: "stage[0]"
  regToRegSetupSlack_ns: 1.12
  reg2reg_depth: 5
  crit_type: "reg -> out"
  max_stage_delay_ns: 0.47
  required_ns: 2.24
yosys:
  syn-cell-area_sq_um: 822
  ys_cells: 86
  syn-mean-instance-area_sq_um: 9.56
  synth_cell_types: 34
  topCellsByArea: "dfxtp_1 (39%), ha_1 (7.6%), nand4_1 (3.8%), a311oi_1 (3.2%), a41oi_1 (3.2%)"
  synth.yosys.warnings: 2
  ys_area_sq_um: 822
  numSynthFlops: 16
  synth_seq_share_pct: 39.0
  flop_cell: "dfxtp_1"
  synth_top_area_share_pct: 39.0
  yosysTopAreaCell: "dfxtp_1"
  synthArstFlopShare_pct: 0
  syn_inst: 86
  enable_flop_cells: 0
min_path:
  hp-class: "reg -> reg"
layout:
  drive_gt1_share_pct: 7.95
  nFillCells: 685
  syn_to_final_growth_pct: 18.3
power:
  p_per_area_nw_per_um2: 425
  pwr-share-comb_pct: 3.1
  power_mw: 0.413
  pwr-share-clk_pct: 40.2
  power.internal_mw: 0.332
  p_leak_nw: 0.317
  switching_share_pct: 19.6
  p_seq_share_pct: 56.8
  ir_drop_mv: 0.294
  switching_power_mw: 0.0810
global_routing:
  grt-ovfl-total: 0
  grt_max_degree: 20
  grt_pass1_wl_microns: 2810
  grt_pass1_vias: 610
  antenna_found_initial: 0
  grt_use_total_pct: 3.24
place:
  dp_hpwl_microns: 1040
  place_congestion: 0.777
  port_buffers: 4
run:
  maxCapViolCount: 0
  tool_warnings: 52
==> worst reg2reg max path: stages (launching register included) <==
cell	delay, ns
dfxtp_1	0.40
inv_1	0.09
ha_1	0.20
and4_4	0.21
nor3_2	0.32
mux2_1	0.35
==> state kept, by name (all words and copies together), names as in the netlist <==
register	flops
acks	3
sclk_divider	7
clock_en	1
stage	5
==> synthesized netlist by cell type (2+ instances only) <==
master,instances
dfxtp_1,16
nor2_1,6
ha_1,5
nand4_1,5
a21o_1,3
a311oi_1,3
a41oi_1,3
and3_1,3
inv_1,3
nand2b_1,3
nand3_1,3
nor3_1,3
and3b_1,2
buf_4,2
mux2_1,2
nor2b_1,2
nor3b_1,2
o21ai_0,2
or3_1,2
xor2_1,2
==> through the flow <==
stage	cells	cell area, sq um	util [%]	setup slack [ns]	hold WS [ns]
6_report	165	972	15.5	0.645	0.453
5_1_grt	165	972	15.5	0.549	0.474
4_1_cts	165	972	15.5	0.637	0.462
3_5_place_dp	162	931	14.8	0.802	0.448
3_3_place_gp	162	931	14.8	0.818	0.439
2_1_floorplan	86	822	-	1.28	0.428
==> worst min-delay path by stage <==
| stage | startpoint | endpoint | slack (ns) | depth (start not counted) |
|---|---|---|---|---|
| 4_1_cts | acks[1] | acks[1] | 0.46 | 1 |
| 5_1_grt | acks[2] | acks[2] | 0.47 | 1 |
| 6_report | acks[1] | acks[1] | 0.45 | 1 |
==> power by group through the flow <==
stage | logic (mW) | clock network [mW] | registers (mW)
4_1_cts | 0.0130 | 0.172 | 0.235
5_1_grt | 0.0147 | 0.181 | 0.235
6_report | 0.0127 | 0.166 | 0.235
==> layout by cell type (no fill, tap or decap), types with 2 or more instances in the layout <==
cell type / Yosys / final
clkbuf_8: 0 / 3
clkdlybuf4s50_1: 0 / 4
nand4_1: 5 / 5
nand3_1: 3 / 3
dfxtp_1: 16 / 16
and3_1: 3 / 3
nor2_1: 6 / 6
a21o_1: 3 / 3
nor2b_1: 2 / 2
ha_1: 5 / 5
and3b_1: 2 / 2
o21ai_0: 2 / 2
a311oi_1: 3 / 3
inv_1: 3 / 3
or3_1: 2 / 2
a41oi_1: 3 / 3
nand2b_1: 3 / 3
mux2_1: 2 / 2
nor3b_1: 2 / 2
nor3_1: 3 / 3
xor2_1: 2 / 2
==> metal layers <==
layer / track usage [%] / share of wire [%] / routed length (microns)
met1: 4.92 / 58 / 860
met2: 4.43 / 35 / 521
met3: 1.18 / 5.2 / 76
met4: 0.217 / 0.88 / 13
met5: 0 / 0 / 0
==> area by class of cell <==
class | count | area [sq um] | area share [%]
Tap cell | 77 | 96.3 | 9.91
Inverter | 3 | 11.3 | 1.16
Clock buffer | 3 | 41.3 | 4.25
Sequential cell | 16 | 320 | 32.9
Multi-Input combinational cell | 62 | 463 | 47.6
Timing Repair Buffer | 4 | 40.0 | 4.12
==> logic make-up (layout without fill, tap and decap cells) <==
family	count (synthesis)	after routing	synth area share [%]
xor+xnor	3	3	3.20
compound gates	13	13	12.5
buf+inv	8	10	4.72
flops	16	16	39.0
other cells	1	1	0.456
simple gates	37	37	28.6
mux	3	3	3.96
fa+ha+maj	5	5	7.61
Power and IR drop assume default switching activity.
